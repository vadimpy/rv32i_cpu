$ cat flow/run.sh
#!/bin/bash
# OpenROAD 26Q1-2900-gdf79404cd8, Yosys 0.63+post, stock flow scripts
make -C /OpenROAD-flow-scripts/flow DESIGN_CONFIG=/design/flow/config.mk WORK_HOME=/design/flow/orfs finish
$ cat flow/config.mk
export PLATFORM = sky130hd
export DESIGN_NAME = fetch
export DESIGN_NICKNAME = fetch
export VERILOG_FILES = /design/flow/design.v
export SDC_FILE = /design/flow/constraint.sdc
export NUM_CORES = 4
export LEC_CHECK = 1
export CORE_UTILIZATION = 40
$ cat flow/constraint.sdc
current_design fetch

set clk_period 16.6
set clk_io_pct 0.2

create_clock -name clk0 -period $clk_period [get_ports {clk}]

set non_clock_inputs [all_inputs -no_clocks]
set_input_delay [expr $clk_period * $clk_io_pct] -clock clk0 $non_clock_inputs
set_output_delay [expr $clk_period * $clk_io_pct] -clock clk0 [all_outputs]
$ cat flow/design.v
module fetch #(parameter ENTRYPOINT = 32'h140) (
    input wire         clk,
    input wire  [31:0] pc_ex_off,
    input wire  [31:0] pc_ex_base,
    input wire         pc_ex_valid,
    input wire  [31:0] mem_data,
    input wire         ex_stall,
    output wire [29:0] mem_addr,
    output wire  [31:0] insn,
    output reg  [31:0] pc_de
);
reg [31:0] pc;
reg [31:0] pc_prev;
reg [31:0] prev_insn;
assign mem_addr = pc[31:2];
assign insn = mem_data;
initial begin
    pc <= ENTRYPOINT;
end
always @(posedge clk) begin
    if (ex_stall === 1'b0) begin
        if (pc_ex_valid === 1'b1) begin
            pc <= pc_ex_base + pc_ex_off;
            pc_de <= pc;
        end
        else begin
            pc <= pc + 4;
            pc_de <= pc;
        end
    end
end
endmodule
==> impl_metrics.ini <==
; flow metrics
[timing]
clock_skew_ps = 2.859
rsz0062_at_grt = no
period_needed_ps = 6640
drv_slew = 0
clock.fmax_mhz = 150.6
fin_ws_ps = 9960
hold_viol_final = 0
setup_tns_ps = 0
slew_headroom = 0.4945
setup_viol = 0
worst_slew_pin_slew_ps = 758.3
holdWs_ps = 419.4
finalClockPeriodUsage = 0.4000

[clock_tree]
cts_hold_buf = 0
htree_levels = 3
cts_tree = built
cts.sinks = 64
cts_buffers = 9
clkTransAtPathRegs_ps = 50
clockRootBuffer = clkbuf_16
clock_path_buffers = 2
clock_latency_ps = 320
post_cts_buffers = 0
post_cts_resized = 0

[detailed_routing]
viasPerCell = 5.197
drt-total-wl_mm = 11.18
first_pass_iters = 4
drc = 0
drt_first_iter_violations = 221
vias = 4038
diodes = 0
ant_nets = 0
routedWlPerCell_um = 14.38

[synth]
synthFlopType = edfxtp_1
ys_cells = 540
synth-async-reset-ratio = 0
yosys_warnings = 1
edf_count = 64
postSynthCellCount = 540
synth.distinct_cells = 64
syn_avg_cell_area_um2 = 9.630
synth_flops = 64
synth_area_um2 = 5200
yosysChipArea_um2 = 5200
ys_seq_frac = 0.3696

[critical_path]
crit_fanout = 1
start_kind = input pin
critPathKind = in -> out
worstSetupEndpointType = output port
worst_ep_required_time_ps = 13280
cp.arrival_ps = 3320

[hold_path]
hp-class = reg -> reg

[flow_run]
warning_count = 25
maxCapViolCount = 0

[global_routing]
grt.total_usage = 0.1742
grt_pass1_wl_mm = 17.83
overflow = 0
grt_max_degree = 63
grt_pass1_vias = 3567
grt_antenna_before_repair = 0

[die]
die_width_um = 116.0
pin_count = 193
fp_util = 0.4104
chipHeight_um = 116.0
rows = 41
chipArea_um2 = 13460
coreArea_um2 = 12670

[final_layout]
area_growth_pct = 24.13
regArea_um2 = 1922
lay_top_count = clkdlybuf4s50_1
final_cell_mix = clkdlybuf4s50_1 (128), edfxtp_1 (64), a21oi_1 (43)
layout.area.comb_um2 = 2689
stdcell_area_um2 = 6455
layout-drive-gt1-share = 0.05950
fill_cells = 1133

[pwr]
leakagePower_uw = 0.002386
vdd_ir_drop_max_uv = 48.82
power.density_nw_per_um2 = 82.96
p_total_uw = 535.5

[placement]
postPlaceCellArea_um2 = 6178
post-place-ws_ps = 9960
place_congestion = 0.8337
port_buffers = 128
dp_hpwl_mm = 8.835

[status]
status = completed
## final cells by class
| cell class | instances | area share |
|---|---|---|
| multi-input cells | 382 | 0.4166 |
| repair buffers | 131 | 0.2020 |
| well taps | 172 | 0.03334 |
| clock inverters | 6 | 0.007947 |
| inverters | 13 | 0.007560 |
| flip-flops and latches | 64 | 0.2977 |
| clock buffers | 9 | 0.03489 |
## worst paths after layout
path | startpoint | endpoint | slack, ps | depth (start not counted)
min reg2reg | pc[0] | pc_de[0] | 420 | 0
max | mem_data[7] | insn[7] | 9960 | 0
max reg2reg | pc[9] | pc[31] | 14280 | 7
min | pc[0] | pc_de[0] | 420 | 0
## cell families (layout without fill, tap and decap cells)
logic type,after synthesis,count (layout),share of synthesized area
AND/OR/NAND/NOR,159,159,0.1571
AND-OR/OR-AND,136,136,0.1867
buffers and inverters,94,159,0.1133
flip-flops,64,64,0.3696
XOR/XNOR,50,50,0.08422
adder cells (fa/ha/maj),33,33,0.08085
multiplexers,4,4,0.008181
## sequential cells by signal (all words and copies together) (netlist names)
signal and flops:
pc_de 32, pc 32
## report_power, final
group / switching [uW] / leakage (uW) / total, uW / internal [uW]
clock network: 58.7 / 0.000138 / 171 / 113
logic: 68.3 / 0.00163 / 149 / 80.6
registers: 14.5 / 0.000620 / 215 / 201
## routing by layer
metal,GRT usage,part of all wire,vias up,wire length (um)
met5,0,0,-,0
met4,0.03248,0.019,0,212
met3,0.03356,0.063,29,707
met2,0.2373,0.41,133,4560
met1,0.2973,0.51,1816,5696
li1,-,-,2060,-
## synth_stat cells, drive strengths merged, types with 3 or more instances
cell	n	area, um^2
a2111oi	3	70.06
and4	4	35.03
a311oi	3	26.28
a211oi	6	55.05
o21a	6	45.04
nor4	6	65.06
edfxtp	64	1922
inv	13	48.80
xor2	17	148.9
o211ai	5	37.54
nand4	15	93.84
buf	66	484.2
ha	32	400.4
xnor2	33	289.0
o31ai	4	30.03
nor3	12	65.06
o21ai	24	120.1
nand2	39	146.4
nor2	41	153.9
and3	6	37.54
a21oi	45	232.7
nand3	14	75.07
a31oi	6	43.79
clkbuf	15	56.30
nand2b	4	25.02
a21o	15	112.6
and2	9	56.30
or3	3	18.77
## stage by stage
stage | std cells | utilization
2_1_floorplan | 540 | -
3_3_place_gp | 762 | 0.4876
3_5_place_dp | 762 | 0.4876
4_1_cts | 777 | 0.5094
5_1_grt | 777 | 0.5094
6_report | 777 | 0.5094
No activity file was given, so power comes from the tool's default toggle rates.
