==> flow/design.v <==
module regfile(
    input wire clk,
    input wire [4:0] r1_reg_name,
    output reg [31:0] r1_reg_val,
    input wire [4:0] r2_reg_name,
    output reg [31:0] r2_reg_val,
    input wire w_enable,
    input wire [4:0] w_reg_name,
    input wire [31:0] w_reg_val
);
reg [31:0] regs[1:31];
initial begin
    regs[2] <= 32'h7cc;
end
always @(*) begin
    if (r1_reg_name == 5'b0)
        r1_reg_val <= 32'b0;
    else
        r1_reg_val <= regs[r1_reg_name];
    if (r2_reg_name == 5'b0)
        r2_reg_val <= 32'b0;
    else
        r2_reg_val <= regs[r2_reg_name];
end
always @(negedge clk) begin
    if (w_enable)
        if (w_reg_name != 5'b0) begin
            regs[w_reg_name] <= w_reg_val;
        end
end
endmodule
==> flow/run.sh <==
#!/bin/bash
# OpenROAD 26Q1-2900-gdf79404cd8, Yosys 0.63+post, stock flow scripts
make -C /OpenROAD-flow-scripts/flow DESIGN_CONFIG=/design/flow/config.mk WORK_HOME=/design/flow/orfs finish
==> flow/config.mk <==
export PLATFORM = sky130hd
export DESIGN_NAME = regfile
export DESIGN_NICKNAME = regfile
export VERILOG_FILES = /design/flow/design.v
export SDC_FILE = /design/flow/constraint.sdc
export NUM_CORES = 4
export LEC_CHECK = 1
export CORE_UTILIZATION = 50
==> flow/constraint.sdc <==
current_design regfile

set clk_period 9.1
set clk_io_pct 0.2

create_clock -name clk0 -period $clk_period [get_ports {clk}]

set non_clock_inputs [all_inputs -no_clocks]
set_input_delay [expr $clk_period * $clk_io_pct] -clock clk0 $non_clock_inputs
set_output_delay [expr $clk_period * $clk_io_pct] -clock clk0 [all_outputs]
==> run summary <==
Implementation summary

The layout summary lists the proportion of cells stronger than drive strength 1 as 0.1784. Per the post-place timing report, worst setup slack is 0.4740 ns. The main flop type after synthesis is sky130_fd_sc_hd__edfxtp_1. Hold is met by approximately 4.3 ns. around 110 I/O pins were placed.

The type of element launching the critical path is a flop. For this run, the total global-route usage over all layers was measured as 0.3826. The maximum number of pins on one net before global-route repair is 72. The worst setup path is captured at a primary output.

Clock tree synthesis selected as its root buffer the cell sky130_fd_sc_hd__clkbuf_16. The number of instances in the synthesized netlist is 2,718. The post-route core utilization is 0.6244.

In this run the cell area of the synthesized design comes to between 40,000 and 50,000 µm². The summed standard-cell area reported by yosys is 46,160 µm². For this design, the sink count on the clock tree is 992. The OpenROAD warning count is between 1k and 1.5k.

The maximum level of the CTS H-tree is 3. The OpenROAD report gives the critical path a data arrival time of 7.36 ns. The area overhead of the layout relative to synthesis is 23.80%.

For the final routed database, the setup TNS stands at -0.1978 ns. After filler insertion, the fill cell instance count of the layout stands at 6,319. The destination of the worst hold path is r1_reg_val[25]. Endpoints failing hold in the final report were tallied at 0. The total wire length is approximately 160 mm.

The post-placement cell area is approximately 49,000 µm². In the Yosys stats the netlist draws on 43 distinct library cells. The path category of the worst min-delay check is in -> out.

Per the OpenROAD floorplan log, the width of the die is 305.8 µm. The via total after detailed routing is 31.77k. At the worst endpoint, the required time is 7.28 ns.

The first global-routing pass estimated approximately 230 mm of wire. In this run, CTS created clock tree buffers numbering about 110. The top register by number of flip-flops is regs. The overall chip area is between 90,000 and 100,000 µm². The die is 305.8 µm tall. The transition time recorded at the tightest slew-check pin is slightly below 0.9 ns. For reference, the placement row count at floorplan is around 110. Setup repair after global routing could not meet its margin everywhere. The area of the core is 91,520 µm². The buffer levels on the longest clock path is 3. The final number of max-transition violations is 0. Ranking logic cells in the layout by count gives the top entries sky130_fd_sc_hd__inv_1, sky130_fd_sc_hd__edfxtp_1, sky130_fd_sc_hd__mux2i_1. The checks that failed: setup timing. In this run, synthesis inferred approximately 1,000 flip-flops with an integrated enable. The reported max-cap violation count is 0. The average wire length per cell after detail routing is around 30 µm.

The async set or reset register ratio after synthesis is 0. The register clock-pin slew on the reported worst setup and hold paths is roughly 0.030 ns. The run finished, with violations left.

The final tally of setup violations is 3. The number of cells in Yosys stat is roughly 2.7k. The critical path maximum fanout is 2. The critical path in this run is classified as reg -> out.

The startpoint of the most critical hold path is r1_reg_name[4]. The share of synthesized area occupied by flip-flops and latches is 0.6453. The count of unresolved DRC violations after routing is 0. Detailed placement ended at an HPWL of between 80 and 90 mm. The worst-case IR drop observed on VDD is 191.1 µV. TritonCTS built the clock tree. The synthesis warning total is 1. The largest registers in the layout are regs (992). Per the log, the first TritonRoute iteration ended with a DRC count of 2,103.

The post-CTS hold buffer count recorded in the log is 0. The worst hold path depth is 4. Summing all non-filler instances in the final layout gives an area of 57,150 µm². The initial utilization of the core area, before any placement, comes to 0.5043. The relative slew slack is 0.4175. The number of antenna violations at the first check in global routing is 2. The via count of the first global-routing pass is 36.66k. After synthesis, the mean cell area works out to 16.98 µm². The last weighted congestion value of the routability-driven placer is 0.9120. The static leakage is 0.02330 µW.

The pre-antenna-repair detailed-routing pass consisted of 6 iterations. The count of input and output buffers is ~110. The count of nets left with antenna violations once routing finished came out at 0. For this design the ratio of total power to cell area is between 200 and 250 nW/µm².

The critical path in the final layout is reported with a setup slack of -0.08119 ns. The residual overflow from global routing is 0. The via density per instance is 6.160. Once synthesis finished, the tally of register bits stood at 992. Per the cell usage report, the commonest logic cell in the layout is sky130_fd_sc_hd__inv_1. The flip-flop count of the largest register after layout is 992.
-- final cells by class --
class	instances	area (µm²)	share of cell area
flip-flops and latches	992	29790	0.5213
multi-input cells	1506	15910	0.2784
clock inverters	1078	4498	0.07871
clock buffers	111	2778	0.04861
repair buffers	280	2675	0.04681
well taps	1186	1484	0.02597
diodes	3	7.507	0.0001314
inverters	1	3.754	0.00006568
-- per-layer routing --
metal | up-vias | GRT usage | wire length [µm]
li1 | 13700 | - | -
met1 | 15120 | 0.4266 | 48750
met2 | 2498 | 0.5098 | 71900
met3 | 443 | 0.3274 | 28500
met4 | 8 | 0.2007 | 7767
met5 | - | 0.03411 | 198
-- timing repair --
item,in CTS,in global routing
setup endpoints to repair,22,18
resized,49,24
pin swaps,9,9
buffers inserted,4,4
-- logic make-up after synthesis --
kind of cell / share of synthesized area
DFF: 0.6453
AOI/OAI and AO/OA: 0.06690
buffers and inverters: 0.02507
muxes: 0.2266
and+or+nand+nor: 0.03608
-- how the worst max path moves through the flow --
stage,endpoint,slack [ns],cells past startpoint,start
4_1_cts,r1_reg_val[12],-0.09,6,regs[30][12]
5_1_grt,r1_reg_val[6],-0.15,5,regs[25][6]
6_report,r1_reg_val[6],-0.08,5,regs[31][6]
-- cells in the mapped netlist, types with 3 or more instances --
cell | instances | share of area
sky130_fd_sc_hd__a211oi_1 | 20 | 0.0033
sky130_fd_sc_hd__a21oi_1 | 44 | 0.0048
sky130_fd_sc_hd__a221oi_1 | 13 | 0.0025
sky130_fd_sc_hd__a221oi_2 | 10 | 0.0033
sky130_fd_sc_hd__a22oi_1 | 206 | 0.034
sky130_fd_sc_hd__a31oi_1 | 10 | 0.0014
sky130_fd_sc_hd__and2_0 | 3 | 0.00041
sky130_fd_sc_hd__and3_1 | 10 | 0.0014
sky130_fd_sc_hd__buf_1 | 6 | 0.00049
sky130_fd_sc_hd__buf_2 | 84 | 0.0091
sky130_fd_sc_hd__buf_4 | 34 | 0.0055
sky130_fd_sc_hd__buf_6 | 13 | 0.0032
sky130_fd_sc_hd__clkbuf_1 | 80 | 0.0065
sky130_fd_sc_hd__edfxtp_1 | 992 | 0.65
sky130_fd_sc_hd__mux2_2 | 26 | 0.0063
sky130_fd_sc_hd__mux2i_1 | 505 | 0.11
sky130_fd_sc_hd__mux4_2 | 227 | 0.11
sky130_fd_sc_hd__nand2_1 | 24 | 0.0020
sky130_fd_sc_hd__nand2b_1 | 11 | 0.0015
sky130_fd_sc_hd__nand3_1 | 69 | 0.0075
sky130_fd_sc_hd__nand3b_1 | 8 | 0.0013
sky130_fd_sc_hd__nand4_1 | 32 | 0.0043
sky130_fd_sc_hd__nor2_1 | 132 | 0.011
sky130_fd_sc_hd__nor2b_1 | 11 | 0.0015
sky130_fd_sc_hd__nor4_1 | 23 | 0.0031
sky130_fd_sc_hd__o2111ai_1 | 10 | 0.0019
sky130_fd_sc_hd__o221ai_1 | 22 | 0.0042
sky130_fd_sc_hd__o22ai_1 | 42 | 0.0057
sky130_fd_sc_hd__o2bb2ai_1 | 31 | 0.0059
sky130_fd_sc_hd__or3b_1 | 3 | 0.00057
-- worst max-delay path: stages, from the launching register on --
cell,delay [ns]
sky130_fd_sc_hd__edfxtp_1,0.37
sky130_fd_sc_hd__mux4_2,0.49
sky130_fd_sc_hd__mux2_2,0.32
sky130_fd_sc_hd__a221oi_4,0.39
sky130_fd_sc_hd__a211oi_2,0.13
sky130_fd_sc_hd__clkdlybuf4s50_1,0.45
-- power breakdown --
part	switching [µW]	internal [µW]	leakage [µW]	total, µW
Clock	2880	3150	0.00698	6030
Sequential	23.0	5130	0.00894	5150
Combinational	586	381	0.00738	967
-- through the flow --
step | cells | total power [µW]
2_1_floorplan | 2718 | 6333
3_3_place_gp | 3961 | 6773
3_5_place_dp | 3961 | 6781
4_1_cts | 5150 | 12290
5_1_grt | 5155 | 12870
6_report | 5157 | 12150
Power figures rest on the tool's default switching activity, not on a simulated workload.
